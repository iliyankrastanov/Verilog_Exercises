==> flow/design.v <==
module memory_driver( input clk, rst, valid_fifo1, input[31:0] data_in, output reg write, addr, output stop, output reg memory_full);
parameter state_1 = 2'b00;
parameter state_2 = 2'b01; 
parameter state_3 = 2'b10;
reg [1:0] current_state, next_state;
	reg [31:0] memory [63:0];
always @(posedge clk)
		begin
			if(rst)
				current_state <= #1 state_1;
			else
				current_state <= #1 next_state;
		end
	always @(current_state or data_in or write or addr)
			begin
			next_state = current_state;
				case (current_state)
					state_1:
						if (data_in == 1)
							next_state = state_2;
						else
							next_state = state_1;
					state_2:
						if (data_in == 1 && data_in > 32'h7FFFFFFF)
							begin
								write = write +1;
								memory[addr] = data_in; 
								addr = addr + 1;
								next_state = state_3;
							end
						else if (data_in == 1 && data_in < 32'h7FFFFFFF) 
							begin
								write = write - 1;
								memory_full = memory[addr];
								next_state = state_1;
							end
					state_3:
						if (data_in == 0) 
							begin
								write = 0;
								addr = 0;
								next_state = state_1;
							end
						else next_state = state_3;
						default : next_state = state_1;
					endcase
				end
	assign stop = memory_full;
	endmodule
==> flow/run.sh <==
#!/bin/bash
# OpenROAD 26Q1-2900-gdf79404cd8, Yosys 0.63+post, stock flow scripts
make -C /OpenROAD-flow-scripts/flow DESIGN_CONFIG=/design/flow/config.mk WORK_HOME=/design/flow/orfs finish
==> flow/config.mk <==
export PLATFORM = sky130hd
export DESIGN_NAME = memory_driver
export DESIGN_NICKNAME = memory_driver
export VERILOG_FILES = /design/flow/design.v
export SDC_FILE = /design/flow/constraint.sdc
export NUM_CORES = 4
export LEC_CHECK = 1
export CORE_AREA = 10 10 70 70
export DIE_AREA = 0 0 80 80
==> flow/constraint.sdc <==
current_design memory_driver

set clk_period 3.4
set clk_io_pct 0.2

create_clock -name clk0 -period $clk_period [get_ports {clk}]

set non_clock_inputs [all_inputs -no_clocks]
set_input_delay [expr $clk_period * $clk_io_pct] -clock clk0 $non_clock_inputs
set_output_delay [expr $clk_period * $clk_io_pct] -clock clk0 [all_outputs]
==> flow_metrics.tcl <==
# yosys + openroad results
set metrics [dict create \
    reg2reg_depth 2 \
    port_buffers 37 \
    drtPass1Iterations 4 \
    unclocked_pins 5 \
    final-seq-area_um2 135 \
    syn-instance-count 43 \
    edf_count 0 \
    drcViolationCount 0 \
    initial_utilization_pct 10.9 \
    max_freq_ghz 0.481 \
    syn_area_per_cell_um2 8.64 \
    fin_tns_setup_ps 0 \
    ant_nets 0 \
    drive_gt1_share_pct 8.33 \
    netlist_top_cells_count "5 x dlxtn_1, 5 x nor2_1, 4 x nor4_1" \
    fin_skew_ps 3.38 \
    vias 470 \
    synth.cellmix.simpleShare_pct 42.8 \
    core_mm2 0.00342 \
    aoi_share_pct 10.1 \
    clockBufferDepth 2 \
    grt_max_degree 10 \
    post_cts_resized 0 \
    clkLatencyLatePin_ps 230 \
    fp.dieH_um 80 \
    whs_endpoint "current_state[2]$_DFF_P_" \
    antenna_found_initial 0 \
    grt_pass1_wl_um 2090 \
    status "completed" \
    cts_tree "yes" \
    grt_setup_unrepaired "false" \
    clock-root-buffer "clkbuf_4" \
    synth.area.mux_share_pct 5.72 \
    period_needed_ps 2080 \
    untimed_endpoints 9 \
    synthDistinctLibCells 23 \
    logic_area_um2 225 \
    top_cell_area_share_pct 20.2 \
    holdBufCountCts 0 \
    vdd_drop_max_mv 0.0784 \
    ff_type "dlxtn_1" \
    setup_viol 0 \
    async_flop_share_pct 0 \
    n_fill_cell 376 \
    period_used_pct 61.1 \
    fin_ws_ps 1320 \
    place_hpwl_um 1220 \
    syn-cell-area_um2 372 \
    overflow 0 \
    h-tree-depth 1 \
    worstPathRequired_ps 3500 \
    area_leaders "dlxtn_1 20%, dfxtp_1 16%, nor4_1 6.7%" \
    yosysWarnings 5 \
    numCtsBuffers 3 \
    grt_pass1_vias 489 \
    crit_fanout 5 \
    start_kind "input pin" \
    wl_per_cell_um 10.1 \
    vias_per_cell 3.62 \
    rows 21 \
    maxSlewViolCount 0 \
    yosysTopAreaCell "dlxtn_1" \
    p_leak_nw 0.295 \
    timing.rr.end "current_state[0]$_DFF_P_" \
    cts.clk_slew.worst_paths_ps 40 \
    powerDensity_mw_per_mm2 178 \
    ys_cells 43 \
    regToRegSetupSlack_ps 2570 \
    io_pins 39 \
    xor_area_share_pct 0 \
    drt_iter0_drc 23 \
    gp_congestion 0.734 \
    hold_path_depth 2 \
    max_stage_delay_ps 540 \
    ys_top_logic_family "simple AND/OR/NAND/NOR gates" \
    wl_um 1310 \
    dp_slack_ps 1100 \
    areaGrowthSynthToFinish_pct 121 \
    warnings 26 \
    chipArea_mm2 0.00640 \
    insertedDiodeCount 0 \
    r2r-start "current_state[1]$_DFF_P_" \
    grt_use_total_pct 3.97 \
    endpoint_kind "flip-flop" \
    max_cap_viol_count 0 \
    crit_chain "clkdlybuf4s50_1, or4_4, nor4_4, and3_4, a32oi_1" \
    hold_viol_final 0 \
    cp_slowest_cell "or4_4" \
    synth_flops 8 \
    critPathKind "in -> reg" \
    hold_path.class "reg -> reg" \
    hp-start "current_state[0]$_DFF_P_" \
    yosys_area_um2 372 \
    adder_share_pct 0 \
    die_w_um 80 \
    power_mw 0.146 \
    post_cts_buffers 0 \
    cp.arrival_ps 2180 \
]
-- flip-flops by register name (all words and copies together) (netlist names) --
name and count:
write 1, memory 2, addr 1, memory_full 1, current_state 3
-- cells in the final DEF, fill, tap and decap left out, types with 2 or more instances in the layout --
| master | synthesis | final |
|---|---|---|
| a21oi_1 | 2 | 2 |
| clkbuf_4 | 0 | 3 |
| clkdlybuf4s50_1 | 0 | 37 |
| conb_1 | 1 | 2 |
| dfxtp_1 | 3 | 3 |
| dlxtn_1 | 5 | 5 |
| inv_1 | 2 | 2 |
| nand2b_1 | 3 | 3 |
| nand4_1 | 2 | 2 |
| nor2_1 | 5 | 5 |
| nor4_1 | 4 | 4 |
| o21ai_0 | 2 | 2 |
| or4_1 | 2 | 2 |
-- cell families after synthesis --
group,Yosys count
latches,5
DFF,3
muxes,2
AOI/OAI and AO/OA,6
other,1
buffers and inverters,3
and+or+nand+nor,23
-- metal layers --
metal  share of wire (%)  vias up  routed length, um  track usage [%]
li1                    -      241                  -                -
met1                  40      204                518             4.29
met2                  43       25                562             5.86
met3                  17        0                227             3.41
met4                   0        0                  0            0.704
met5                   0        -                  0                0
-- power breakdown --
group          switching (mW)  internal (mW)
clock                  0.0184         0.0440
sequential           0.000242         0.0375
combinational         0.00960         0.0365
total                  0.0283          0.118
-- how the worst max path moves through the flow --
| stage | start | to | slack [ps] | depth (start not counted) |
|---|---|---|---|---|
| after global routing | data_in[18] | current_state[0]$_DFF_P_ | 1280 | 5 |
| after CTS | data_in[26] | current_state[0]$_DFF_P_ | 1330 | 5 |
| final | data_in[26] | current_state[0]$_DFF_P_ | 1320 | 5 |
-- worst max-delay path: cells and delay by family --
kind	cells	cell delay [ps]
compound gates	1	90
simple gates	3	1000
buf+inv	1	400
-- metrics by stage --
| stage | std cells | instance area, um^2 | hold WS (ps) | util [%] |
|---|---|---|---|---|
| 2_1_floorplan | 44 | 375 | 448 | - |
| 3_3_place_gp | 126 | 796 | 458 | 23.3 |
| 3_5_place_dp | 126 | 796 | 476 | 23.3 |
| 4_1_cts | 130 | 822 | 487 | 24.1 |
| 5_1_grt | 130 | 822 | 508 | 24.1 |
| 6_report | 130 | 822 | 478 | 24.1 |
-- area by class of cell --
class                           count  share of cell area, %
Sequential cell                     8                   16.4
Multi-Input combinational cell     33                   27.4
Timing Repair Buffer               37                   45.1
Tap cell                           46                   7.00
Inverter                            2                  0.913
Clock buffer                        4                   3.20
Power is estimated from default activity; no workload was simulated.
