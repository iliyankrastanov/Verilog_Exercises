==> flow/design.v <==
module memory_dr(memory_out, data, write, address, clk);
input clk;
input reg [31:0]data;
input write;
input address;
output reg [31:0] memory_out;
	reg [31:0] memory [63:0];
	always @(posedge clk) 
	begin
		if(write) begin
			memory[address] <= data;
		end
			memory_out <=memory[address];
	end
endmodule
==> flow/run.sh <==
#!/bin/bash
# OpenROAD 26Q1-2900-gdf79404cd8, Yosys 0.63+post, stock flow scripts
make -C /OpenROAD-flow-scripts/flow DESIGN_CONFIG=/design/flow/config.mk WORK_HOME=/design/flow/orfs finish
==> flow/config.mk <==
export PLATFORM = sky130hd
export DESIGN_NAME = memory_dr
export DESIGN_NICKNAME = memory_dr
export VERILOG_FILES = /design/flow/design.v
export SDC_FILE = /design/flow/constraint.sdc
export NUM_CORES = 4
export LEC_CHECK = 1
export CORE_UTILIZATION = 30
==> flow/constraint.sdc <==
current_design memory_dr

set clk_period 3.6
set clk_io_pct 0.2

create_clock -name clk0 -period $clk_period [get_ports {clk}]

set non_clock_inputs [all_inputs -no_clocks]
set_input_delay [expr $clk_period * $clk_io_pct] -clock clk0 $non_clock_inputs
set_output_delay [expr $clk_period * $clk_io_pct] -clock clk0 [all_outputs]
==> run notes <==
flow finished, numbers: CP arrival=2.09 ns, largest net degree at the start of global routing=33, top cells, area=edfxtp_1, dfxtp_1, mux2_4, mux2_2, buf_12, skew final=0.00599 ns, max cap viols=0, ys cells=134, first-pass iteration count of the detailed router=2, Comb area=487 um2, gr ovfl total=0, CTS Sinks=96, Cell variety after synth=9, Top cell area share=61.9%, WS Path Type=in2reg, Mapped Cells=134, RSZ-0062 raised after global routing=no, Crit path max-delay family=buffers and inverters, Mapped Avg Cell Area=23.2 um2, port bufs=66, Adder Area Share=0%, global-route wire length before repair=7.08 mm, Die Footprint=0.0108 mm2, die y size=between 100 and 150 um, Ant. Diodes=0, Worst-Margin Slew=roughly 0.8 ns, flops & latches, synth=96, via count=1,317, Buf/Inv on CP=2, CTS tree=done, Yosys chip area=0.00311 mm2, area fraction in mux cells=15.0%, H-tree depth=3, Pleak=1.49 nW, Commonest flop=edfxtp_1, Top Ports=~67, simple share=less than 1%, crit path launch type=primary input, WL/cell=12.5 um, Worst path slowest cell=nor2b_4, post-layout util=41.2%, Num CTS Buffers=9, Setup Buffers After CTS=0, tool warnings=25, fmax=495 MHz, crit path max fanout=24, maximum VDD drop=0.211 mV, Final period util=around 56%, ys async rst share=0%, clock slew at reported path FFs=0.09 ns, EDFF count, synth=64, DR DRC count=0, Fin. Hold Viols=0, Max Transition Viols Final=0, setup_tns=0 ns, layout cell share with drive strength beyond 1=24.7%, Starting DRT DRC Count=36, xor/xnor share=0%, status=finished clean, register area=0.00256 mm2, Data required, critical path=3.67 ns, Final Critical Period=2.02 ns, Tot GR Track Use=9.11%, Root Driver=clkbuf_8, Chip Width=104 um, critical-path cell list=clkdlybuf4s50_1, nor2b_4, buf_4, Dominant comb cell=multiplexers, area delta synth->final=31.5%, Init Core Util=31.4%, relative slew slack=46.8%, Final Wtd Congestion=0.693, delay of the slowest critical-path stage=0.62 ns, leading area contributor after synthesis=edfxtp_1, Yosys warnings=1, via density per instance=3.78, Routed Wire Length=4.36 mm, fill count=898, synthesized cell area=0.00311 mm2, clock tree buffer depth=2, most frequent cells after synthesis=edfxtp_1, dfxtp_1, mux2_4, vias in the first global route=1,470, Min-Delay Path Class=reg2reg, total core area=a little under 0.01 mm2, Pwr Total=2.10 mW, hold path depth=1, Pwr Density=515 mW/mm2, latest clock arrival within the worst-skew pair=roughly 0.35 ns, Critical Path End Type=flop, ao+oa area frac=0%, FF-to-FF path depth=1, Final WS setup=1.58 ns, DP Worst Slack=1.17 ns, CP Depth=3, Final setup viols=0, hold_buf cts=0, initial antenna violation count=0, Core Rows=36, CTS resizes=0, cell with the most instances after synthesis=edfxtp_1, number of routed nets with antenna violations=0, sequential share of the synthesized area=82.5%
[layout by cell type, fill, tap and decap left out]
| master | instances |
|---|---|
| clkdlybuf4s50_1 | 65 |
| dfxtp_1 | 32 |
| edfxtp_1 | 64 |
| and2_2 | 1 |
| buf_4 | 3 |
| buf_2 | 1 |
| clkinv_2 | 1 |
| mux2_2 | 4 |
| inv_6 | 1 |
| mux2_4 | 28 |
| clkbuf_8 | 9 |
| nor2b_4 | 1 |
| clkinv_4 | 1 |
| clkinvlp_4 | 2 |
| clkinv_1 | 1 |
| clkbuf_16 | 1 |
[kinds of logic after synthesis]
family	Yosys count
buffers and inverters	4
multiplexers	32
flip-flops	96
AND/OR/NAND/NOR	2
[layer usage]
metal | GRT usage (%) | up-vias | part of all wire (%)
li1 | - | 654 | -
met1 | 11.0 | 601 | 39
met2 | 15.2 | 55 | 50
met3 | 4.68 | 7 | 9.9
met4 | 1.43 | 0 | 1.3
met5 | 0 | - | 0
[metrics by stage]
stage	instances	hold slack, ns	cell area, um2
detailed placement	332	0.458	3890
floorplan	134	0.448	3110
global route	348	0.484	4080
CTS	348	0.476	4080
global placement	332	0.452	3890
finish	348	0.471	4080
[sequential cells by signal (all words and copies together) (netlist names)]
register / count
memory_out: 32
memory: 64
[power breakdown]
group	switching (mW)	internal, mW
Sequential	0.0204	1.26
Combinational	0.0441	0.131
Clock	0.352	0.293
[path summary, 6_finish.rpt]
check | from | endpoint | slack (ns)
setup reg to reg | memory[0][31] | memory_out[31] | 2.85
setup / recovery | write | memory[0][4] | 1.58
hold reg to reg | memory[1][0] | memory_out[0] | 0.47
hold / removal | memory[1][0] | memory_out[0] | 0.47
[layout make-up]
type	instances	area share, %
clock buffer	10	3.65
clock inverter	6	1.01
multi-input combinational	34	11.9
sequential	96	62.7
tap	133	4.07
timing repair buffer	69	16.6
Power and IR drop assume default switching activity.
