`flow/config.mk`:
```
export PLATFORM = sky130hd
export DESIGN_NAME = shift_register
export DESIGN_NICKNAME = shift_register
export VERILOG_FILES = /design/flow/design.v
export SDC_FILE = /design/flow/constraint.sdc
export NUM_CORES = 4
export LEC_CHECK = 1
export CORE_UTILIZATION = 50
```
`flow/constraint.sdc`:
```
current_design shift_register

set clk_period 6.6
set clk_io_pct 0.2

create_clock -name clk0 -period $clk_period [get_ports {clk}]

set non_clock_inputs [all_inputs -no_clocks]
set_input_delay [expr $clk_period * $clk_io_pct] -clock clk0 $non_clock_inputs
set_output_delay [expr $clk_period * $clk_io_pct] -clock clk0 [all_outputs]
```
`flow/design.v`:
```
module shift_register(shift_count, shift_reg,data_out,valid_fifo, data_in, valid_in, clk, rst);
  input clk;
  input rst;
  input 	[7:0] 	data_in;
  input		[7:0] 	valid_in;
  output 	[31:0] 	data_out;
  output 			valid_fifo;
  output reg[31:0] 	shift_reg;
  output reg[31:0] 	shift_count;
  initial shift_reg = 32'b0;
  always @(posedge clk)
begin
  if (rst)
    shift_reg <= 32'b0;
  else 
  shift_reg <= {shift_reg, data_in};
end
assign data_out = shift_reg;
  always @(posedge clk)  
    begin
	    if (!valid_in)
		    shift_count <= 32'b0;
		else
		     shift_count <= shift_reg + 1;
        end
	assign valid_fifo = {4{shift_count}};
endmodule
```
`flow/run.sh`:
```
#!/bin/bash
# OpenROAD 26Q1-2900-gdf79404cd8, Yosys 0.63+post, stock flow scripts
make -C /OpenROAD-flow-scripts/flow DESIGN_CONFIG=/design/flow/config.mk WORK_HOME=/design/flow/orfs finish
```
==> impl_metrics.ini <==
; generated from flow reports
[run_status]
status = complete, no violations

[placement]
io_buffers = 114
dp_hpwl_um = 4030
place.gp.congestion = 0.850

[logic_synthesis]
netlist_area_um2 = 2630
yosysSeqAreaShare = 0.487
area_leaders = dfxtp_1, buf_4, nor2b_1, or4_1, o31ai_1
ys_area_um2 = 2630
top_cell_area_share = 0.487
top_area_cell = dfxtp_1
ys_types = 28
ys_cells = 284
ys.flops = 64
avgSynthCellArea_um2 = 9.27
ys_warn_count = 1
syn_inst = 284

[job]
cap_violations = 0
openroad.warnings = 26

[sta]
hold-worst-slack_ps = 489
slew_headroom = 0.644
finalHoldViolations = 0
fin_setup_tns_ps = 0
setup_violations = 0
fin_worst_skew_ps = 4.97
rsz0062_at_grt = false
tightestPinTransition_ps = 532
report.final.slew_viol_count = 0
period_used_share = 0.412
fin_crit_ps = 2720
fmax_mhz = 368

[setup_path]
reg2reg_slack_ps = 4130
r2r_end = shift_count[24]
reg2reg_from = shift_reg[0]
critical_path.max_fanout = 10
endpoint_kind = primary output
cp_num_buf_inv = 1
crit_type = reg -> out
ff2ff_path_depth = 5
crit_chain = clkdlybuf4s50_1
crit_slowest_cell = clkdlybuf4s50_1
crit_path_start_kind = flop
path_delay_family = buffers and inverters
crit_start = shift_reg[8]
cpPeakStageDelay_ps = 540
worstPathRequired_ps = 5280
arrival_ps = 1400

[grt]
use_met3 = 0.0330
grt_busiest_layer = met2
grt_pass1_wl_um = 9370
grt_pass1_vias = 2006
grt-ovfl-total = 0
met1_usage = 0.321
antenna_found_initial = 0
grt_max_degree = 33
use_met2 = 0.373
grt_usage = 0.224

[final_layout]
fillers = 398
utilization = 0.735
drive_gt1_frac = 0.0489
area_growth_pct = 41.6
ff_latch_area_um2 = 1280
comb_area_um2 = 1020

[power]
peakVddDrop_mv = 0.172
power.switching_mw = 0.164
leakagePower_nw = 1.29
power.internal_mw = 0.593
swShare = 0.216
p_comb_frac = 0.081
power_mw = 0.757
pwr-share-seq = 0.548
clkPwrFrac = 0.371
power_density_nw_per_um2 = 203

[cts]
post_cts_buffers = 0
ctsRootBufferMaster = clkbuf_8
clock_latency_ps = 330
ctsResizeCount = 0
ctsHtreeMaxLevel = 3
clk_pin_slew_worst_paths_ps = 60
cts_tree = yes
cts_max_path_buffers = 2
cts_inserted_buffers = 9
holdBufCountCts = 0
clock-sinks = 64

[die]
initial_utilization = 0.519
core_um2 = 5070
ios = 115
dieArea_um2 = 5560
die_w_um = 74.6
dieHeight_um = 74.6
num_rows = 26

[min_path]
hp-class = reg -> reg
hold_start = shift_reg[31]
hold_path_end = shift_count[31]
hold_depth = 2

[drt]
drc = 0
vias = 2243
wl_um = 5880
wl_per_cell_um = 13.4
drt_iter0_markers = 135
dr.pass1.iters = 4
antennaDiodeCount = 0
via_per_inst = 5.12
postRouteAntennaNets = 0
cells in the final DEF (no fill, tap or decap), types with 2 or more instances in the layout:
cell,instances
and4_1,4
nand3_1,11
a21oi_1,18
and3_1,2
nor4_1,6
nor2b_1,27
dfxtp_1,64
xnor2_1,5
xor2_1,6
o21ai_0,3
and2_1,3
nor3_1,2
nand4_1,6
or4_1,18
buf_4,2
clkbuf_1,2
inv_1,6
or3_1,3
nor2_1,17
nand2_1,15
clkinv_2,4
clkbuf_8,10
o31ai_1,15
clkdlybuf4s50_1,114
power by group through the flow:
stage	combinational, mW	sequential [mW]	clock, mW
after CTS	0.0621	0.415	0.285
final	0.0612	0.415	0.281
after global routing	0.0671	0.417	0.306
per-stage QoR:
stage | worst slack, ps | std cells | area, µm²
final | 3880 | 438 | 3730
after floorplan | 4340 | 284 | 2630
after CTS | 3860 | 438 | 3730
after global placement | 3870 | 422 | 3560
after global routing | 3820 | 438 | 3730
after detailed placement | 3790 | 422 | 3560
per-layer routing:
metal / routed length [µm] / up-vias / part of all wire
li1: - / 1122 / -
met5: 0 / - / 0
met4: 123 / 0 / 0.021
met3: 330 / 12 / 0.056
met2: 2830 / 79 / 0.48
met1: 2600 / 1030 / 0.44
Yosys cell counts:
cell type,n
inv_1,6
or4_4,1
buf_6,1
buf_2,1
and3_1,2
nand4_1,6
nor2_1,17
ha_1,1
buf_4,33
nand2_1,15
xor2_1,6
o21a_1,1
nor4_1,6
dfxtp_1,64
or4_1,18
and2_1,3
xnor2_1,5
nor3_1,2
o31ai_1,15
or3_1,3
a21oi_1,18
and4_1,4
o31a_1,1
clkbuf_1,13
nand3_1,11
nor2b_1,27
o21ai_0,3
nand4_2,1
cell type report:
type,count,share of cell area
clock inverters,4,0.00537
clock buffers,12,0.0389
repair buffers,116,0.310
multi-input cells,166,0.272
well taps,70,0.0235
flip-flops and latches,64,0.344
inverters,6,0.00604
worst max-delay path by stage:
stage	to	cells past startpoint	slack, ps
final	data_out[8]	1	3880
after global routing	data_out[8]	1	3820
after CTS	data_out[8]	1	3860
logic make-up after synthesis:
kind of cell | count (synthesis) | share of synthesized area
AND-OR/OR-AND | 38 | 0.0889
XOR/XNOR | 11 | 0.0366
adder cells (fa/ha/maj) | 1 | 0.00475
buffers and inverters | 54 | 0.127
flip-flops | 64 | 0.487
AND/OR/NAND/NOR | 116 | 0.256
Power figures rest on the tool's default switching activity, not on a simulated workload.
